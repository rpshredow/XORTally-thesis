**config.mk**
```make
export PLATFORM = sky130hd
export DESIGN_NAME = squish
export DESIGN_NICKNAME = squish
export VERILOG_FILES = /design/flow/design.v
export SDC_FILE = /design/flow/constraint.sdc
export NUM_CORES = 4
export LEC_CHECK = 1
export CORE_UTILIZATION = 30
```
**constraint.sdc**
```tcl
current_design squish

set clk_period 15.4
set clk_io_pct 0.2

create_clock -name clk0 -period $clk_period

set non_clock_inputs [all_inputs -no_clocks]
set_input_delay [expr $clk_period * $clk_io_pct] -clock clk0 $non_clock_inputs
set_output_delay [expr $clk_period * $clk_io_pct] -clock clk0 [all_outputs]
```
**design.v**
```verilog
module squish(
	input [32:0] in,
	output reg [16:0] out
);
integer total;
reg [31:0] matrix [31:0];
integer shift = 2;
reg [31:0] slope = 32'b00000000000000000000000000000011;
always @ (in) begin 
	total = in[0] + in[1] + in[2] + in[3] + in[4] + in[5] + in[6] + in[7] + in[8] + in[9] + in[10] + in[11] + in[12] + in[13] + in[14] + in[15]
	+ in[16] + in[17] + in[18] + in[19] + in[20] + in[21] + in[22] + in[23] + in[24] + in[25] + in[26] + in[27] + in[28] + in[29] + in[30] + in[31];
	if(total <= 16) begin
		out[15:0] = in[15:0];
		out[16] = in[32];
	end else begin
		matrix[0] = slope;
		matrix[1] = matrix[0] << shift;
		matrix[2] = matrix[1] << shift;
		matrix[3] = matrix[2] << shift;
		matrix[4] = matrix[3] << shift;
		matrix[5] = matrix[4] << shift;
		matrix[6] = matrix[5] << shift;
		matrix[7] = matrix[6] << shift;
		matrix[8] = matrix[7] << shift;
		matrix[9] = matrix[8] << shift;
		matrix[10] = matrix[9] << shift;
		matrix[11] = matrix[10] << shift;
		matrix[12] = matrix[11] << shift;
		matrix[13] = matrix[12] << shift;
		matrix[14] = matrix[13] << shift;
		matrix[15] = matrix[14] << shift;
		out[0] <= |(in & matrix[0]);
		out[1] <= |(in & matrix[1]);
		out[2] <= |(in & matrix[2]);
		out[3] <= |(in & matrix[3]);
		out[4] <= |(in & matrix[4]);
		out[5] <= |(in & matrix[5]);
		out[6] <= |(in & matrix[6]);
		out[7] <= |(in & matrix[7]);
		out[8] <= |(in & matrix[8]);
		out[9] <= |(in & matrix[9]);
		out[10] <= |(in & matrix[10]);
		out[11] <= |(in & matrix[11]);
		out[12] <= |(in & matrix[12]);
		out[13] <= |(in & matrix[13]);
		out[14] <= |(in & matrix[14]);
		out[15] <= |(in & matrix[15]);
		out[16] <= in[32];
	end
end
endmodule
```
**run.sh**
```bash
#!/bin/bash
# OpenROAD 26Q1-2900-gdf79404cd8, Yosys 0.63+post, stock flow scripts
make -C /OpenROAD-flow-scripts/flow DESIGN_CONFIG=/design/flow/config.mk WORK_HOME=/design/flow/orfs finish
```
==> impl_metrics.json <==
{
  "syn_avg_cell_area_sq_um": 8.64,
  "worst_hold_startpoint": "in[32]",
  "max_capacitance_violation_count": 0,
  "worstHoldEndpoint": "out[16]",
  "final-max-slew-violation-count": 0,
  "status": "complete, no violations",
  "layout.clock_buffers": 0,
  "hold-path-cell-count": 0,
  "warnings": 33,
  "row_count": 21,
  "numSequentialCells": 0,
  "post-synth-top-area-fraction": 0.424,
  "placeableCoreArea_sq_mm": 0.00347,
  "routed_wirelength_um": 2420,
  "type_of_element_launching_the_critical_path": "primary input",
  "num-fill-cells": 332,
  "drt-wirelength-per-cell_um": 10.9,
  "worst_pin_slew_ns": 0.391,
  "ant_nets": 0,
  "placement.io_buffers": 48,
  "antennaDiodeCount": 0,
  "place_worst_setup_slack_ns": 3.19,
  "synthesized_instance_count": 131,
  "initial_drc_count": 19,
  "yosys-stat-cells": 131,
  "gr-usage-all-layers": 0.136,
  "yosys_warnings": 2,
  "first_global_vias": 1001,
  "finalClockPeriodUsage": 0.793,
  "synth_chip_area_sq_mm": 0.00113,
  "globalRouteOverflowTotal": 0,
  "die.size.x_um": 63.4,
  "ctsHoldBuffers": 0,
  "design.die.area_sq_mm": 0.00402,
  "post_layout_minimum_cycle_time_ns": 12.22,
  "setup_total_negative_slack_ns": 0,
  "timing_hold_violations_final": 0,
  "reg_area_sq_um": 0,
  "cts-resized-gates": 0,
  "grt_antenna_before_repair": 0,
  "synth-seq-area-share": 0,
  "num_io_pins": 50,
  "largest_area_cell": "sky130_fd_sc_hd__fa_1",
  "grt_pass1_wl_um": 4280,
  "gp_congestion": 0.837,
  "worst_setup_path_end_kind": "output pin",
  "synthToLayoutAreaGrowth_pct": 45.9,
  "netlist.top_cell.by_instances": "sky130_fd_sc_hd__inv_1",
  "final_report_setup_violation_count": 0,
  "drt_pass1_iterations": 3,
  "vias_per_cell": 4.18,
  "drcViolationCount": 0,
  "slew_headroom": 0.733,
  "synth_area_sq_mm": 0.00113,
  "hp-class": "in -> out",
  "final_ws_setup_ns": 3.18,
  "synth.top_cells.by_count": "sky130_fd_sc_hd__inv_1 (48), sky130_fd_sc_hd__fa_1 (24), sky130_fd_sc_hd__nor2_1 (18)",
  "max_freq_ghz": 0.0818,
  "cp_max_fo": 16,
  "via_count": 933,
  "initial_util": 0.326,
  "post_synth_num_cell_types": 19,
  "top_cells_by_area": "sky130_fd_sc_hd__fa_1 (42%), sky130_fd_sc_hd__inv_1 (16%), sky130_fd_sc_hd__mux2i_1 (14%)",
  "worstPathArrival_ns": 9.14,
  "pin_count_of_the_biggest_net_entering_global_routing": 17,
  "crit_type": "in -> out",
  "post_cts.repair.setup_buffers": 0,
  "die_h_um": 63.4,
  "dp_hpwl_um": 2290,
  "unrepaired_setup_endpoints_after_global_routing": "false",
  "worstPathRequired_ns": 12.32,
  "drive_gt1_frac": 0.0282
}
## layout by cell type, fill, tap and decap left out
master and instances:
sky130_fd_sc_hd__and4b_4 1, sky130_fd_sc_hd__nor2_1 18, sky130_fd_sc_hd__a211o_1 1, sky130_fd_sc_hd__fa_1 24, sky130_fd_sc_hd__xor2_1 1, sky130_fd_sc_hd__a21oi_1 2, sky130_fd_sc_hd__a21oi_4 1, sky130_fd_sc_hd__nand2b_1 1
sky130_fd_sc_hd__mux2i_1 16, sky130_fd_sc_hd__nand3_1 2, sky130_fd_sc_hd__ha_1 8, sky130_fd_sc_hd__a31oi_1 1, sky130_fd_sc_hd__clkdlybuf4s50_1 48, sky130_fd_sc_hd__a2111oi_0 1, sky130_fd_sc_hd__and2_1 1, sky130_fd_sc_hd__inv_1 48
sky130_fd_sc_hd__nand3_4 1, sky130_fd_sc_hd__or2_2 2
## critical path, cell delays in order
cell	delay (ns)
sky130_fd_sc_hd__clkdlybuf4s50_1	0.47
sky130_fd_sc_hd__inv_1	0.07
sky130_fd_sc_hd__fa_1	0.54
sky130_fd_sc_hd__inv_1	0.05
sky130_fd_sc_hd__fa_1	0.47
sky130_fd_sc_hd__fa_1	0.54
sky130_fd_sc_hd__fa_1	0.44
sky130_fd_sc_hd__fa_1	0.51
sky130_fd_sc_hd__inv_1	0.05
sky130_fd_sc_hd__fa_1	0.48
sky130_fd_sc_hd__inv_1	0.05
sky130_fd_sc_hd__ha_1	0.20
sky130_fd_sc_hd__fa_1	0.43
sky130_fd_sc_hd__or2_2	0.30
sky130_fd_sc_hd__a2111oi_0	0.32
sky130_fd_sc_hd__a31oi_1	0.13
sky130_fd_sc_hd__nand3_4	0.25
sky130_fd_sc_hd__mux2i_1	0.25
sky130_fd_sc_hd__clkdlybuf4s50_1	0.49
## through the flow
step,instance area (sq um),cells,hold slack [ns],utilization
floorplan,1130,131,6.22,-
global placement,1650,223,6.16,0.476
detailed placement,1650,223,6.16,0.476
CTS,1650,223,6.16,0.476
global route,1650,223,6.16,0.476
finish,1650,223,6.16,0.476
## per-layer routing
| layer | share of wire | GRT usage | vias up |
|---|---|---|---|
| met4 | 0 | 0 | 0 |
| met5 | 0 | 0 | - |
| met3 | 0.041 | 0.0110 | 0 |
| li1 | - | - | 477 |
| met2 | 0.50 | 0.219 | 20 |
| met1 | 0.46 | 0.217 | 436 |
## logic make-up after synthesis
group,count (synthesis),synth area share
and+or+nand+nor,26,0.118
buffers and inverters,50,0.176
AOI/OAI and AO/OA,6,0.0442
muxes,16,0.141
adders and majority gates,32,0.513
xor gates and xnor gates,1,0.00774
## worst max path at each step
stage / from / endpoint / slack, ns / cells after the start
after global routing: in[11] / out[12] / 2.88 / 19
final: in[5] / out[11] / 3.18 / 19
after CTS: in[5] / out[11] / 3.14 / 19
## area by class of cell
type / count / area, sq um / share of cell area
inverters: 48 / 180 / 0.109
repair buffers: 48 / 480 / 0.291
multi-input cells: 81 / 933 / 0.565
well taps: 46 / 57.6 / 0.0348
