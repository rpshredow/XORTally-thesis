===== run.sh =====
#!/bin/bash
# OpenROAD 26Q1-2900-gdf79404cd8, Yosys 0.63+post, stock flow scripts
make -C /OpenROAD-flow-scripts/flow DESIGN_CONFIG=/design/flow/config.mk WORK_HOME=/design/flow/orfs finish

===== config.mk =====
export PLATFORM = sky130hd
export DESIGN_NAME = add
export DESIGN_NICKNAME = add
export VERILOG_FILES = /design/flow/design.v
export SDC_FILE = /design/flow/constraint.sdc
export NUM_CORES = 4
export LEC_CHECK = 1
export CORE_UTILIZATION = 40

===== constraint.sdc =====
current_design add

set clk_period 23.5
set clk_io_pct 0.2

create_clock -name clk0 -period $clk_period [get_ports {clk}]

set non_clock_inputs [all_inputs -no_clocks]
set_input_delay [expr $clk_period * $clk_io_pct] -clock clk0 $non_clock_inputs
set_output_delay [expr $clk_period * $clk_io_pct] -clock clk0 [all_outputs]

===== design.v =====
module add(
	input clk,
	input [16:0] in,
	input [32:0] total,
	output reg [32:0] out
);
integer in_count;
integer total_count;
reg [15:0] ones = 16'b1111111111111111;
reg [15:0] temp;
reg [16:0] pad;
reg [16:0] sum;
always @ (posedge clk) begin
	in_count = in[0] + in[1] + in[2] + in[3] + in[4] + in[5] + in[6] + in[7] + in[8] + in[9] + in[10] + in[11] + in[12] + in[13] + in[14] + in[15];
	total_count = total[0] + total[1] + total[2] + total[3] + total[4] + total[5] + total[6] + total[7] + total[8] + total[9] + total[10] + total[11] +
		total[12] + total[13] + total[14] + total[15] + total[16] + total[17] + total[18] + total[19] + total[20] + total[21] + total[22] +
		total[23] + total[24] + total[25] + total[26] + total[27] + total[28] + total[29] + total[30] + total[31];
	if(in[16] == 1'b1 && total[32] == 1'b0) begin
		if(in_count > total_count) begin
			if(total_count - (in_count - total_count) > 0) begin
				out = total >> (total_count - (in_count - total_count));
				out[32] = 1'b1;
			end
			if(total_count - (in_count - total_count) < 0) begin
				out = total << -(total_count - (in_count - total_count));
				temp = ones >> (16-(-(total_count - (in_count - total_count))));
				out = out | temp;
				out[32] = 1'b1;
			end
		end
		if(in_count <= total_count) begin
			out = total >> in_count;
			out[32] = 1'b0;
		end
	end
	if(in[16] == 1'b0 && total[32] == 1'b1) begin
		if(in_count > total_count) begin
			if(total_count - (in_count - total_count) >= 0) begin
				out = total >> (total_count - (in_count - total_count));
				out[32] = 1'b0;
			end
			if(total_count - (in_count - total_count) < 0) begin
				out = total << -(total_count - (in_count - total_count));
				temp = ones >> (16-(-(total_count - (in_count - total_count))));
				out = out | temp;
				out[32] = 1'b0;
			end
		end
		if(total_count > in_count) begin
			out[32] = 1'b0;
			out = total >> in_count;
			out[32] = 1'b1;
		end
	end
	if(in[16] == 1'b1 && total[32] == 1'b1) begin
		out = total << in_count;
		out = out | in;
		out[32] = 1'b1;
	end
	if(in[16] == 1'b0 && total[32] == 1'b0) begin
		out = total << in_count;
		out = out | in;
		out[32] = 1'b0;
	end
end
endmodule

==> git commit body <==
Store results of the implementation flow

* Synthesized cell area: roughly 9000 µm²
- By instance count after routing, the leading logic cell type is sky130_fd_sc_hd__nand2_1.
- Period utilisation layout: 0.595
* Row cnt: 54
- Per the post-synthesis report, the number of cells in the design is 1322.
* Most prevalent standard cell on the critical path: sky130_fd_sc_hd__fa_1
- The clock drives 33 sinks.
* Hold-fix buffers, CTS: 0
- Global placer's final weighted congestion: 1.04
- Chip width: 152 µm
* Flops & latches, synth: 33
- Boundary pin count: roughly 84
- Synthesized area per cell: 6.78 µm²
- The overall die size recorded for this design is 23000 µm².
* Post-synthesis async set-or-reset flop share: 0
- The count of nets left with antenna violations once routing finished came out at 0.
- First-pass GRT wire length: 64200 µm
- Clock period minus worst slack: 13.99 ns
* Worst Hold Class: reg2reg
- Of the cells placed in the final design, the portion with a size suffix greater than 1 is 0.0724.
- In this run the cell area measured after placement is 10100 µm².
- Hold violation total from the final report: 0
- Final slew viol count: 0
* Vias in the first global route: between 10000 and 15000
* Setup repair after global routing missed its margin: no
* Library cell used as clock root buffer: sky130_fd_sc_hd__clkbuf_16
* Max-Slew Margin vs Limit: 0.364
- The buffer_ports step reported a buffer count of 83.
- Leading cell types in the layout, fill and taps excluded: sky130_fd_sc_hd__nand2_1 (149), sky130_fd_sc_hd__a21oi_1 (131), sky130_fd_sc_hd__nor2_1 (119), sky130_fd_sc_hd__o21ai_0 (105), sky130_fd_sc_hd__clkdlybuf4s50_1 (83)
* HPWL reported at the end of detailed placement: 33400 µm
- TritonCTS built the clock tree.
- The final route contains 11100 vias.
- Largest net degree at the start of global routing: a little over 60
- For this run, the chip area from Yosys synthesis comes to 8960 µm².
* Max stage delay on crit path: 0.74 ns
- Startpoint-to-endpoint class of the critical path: in2reg
- Final standard cell area without fillers: 10200 µm²
- Maximum count of clock buffers along a single path: 2
* Die height: roughly 150 µm
- Total routing resource utilization after global routing: 0.387
- The run finished with clean final reports.
- In this run, synthesis inferred 0 flip-flops with an integrated enable.
- Aggregate global routing overflow: 0
- Per the repair_timing log after CTS, setup buffers inserted total 0.
* Violation count after the first detailed-route iteration: 1212
* Clock-pin slew of the registers on the worst-case setup and hold paths: 0.06 ns
- The total area inside the core boundary comes to 21900 µm².
* Worst-Skew Late Latency: 0.29 ns
- Dividing the detail-routed wire length by the instance count gives 26.4 µm.
* CP max stage cell: sky130_fd_sc_hd__nand3_1
- After detailed routing, the total wire length is roughly 43000 µm.
- The number of gates resized after CTS was 0.
- The data arrival time reported for the critical path is 14.17 ns.
- OpenROAD warning count: 29
- Slew at the pin closest to its max-slew limit: 0.947 ns
* Yosys top cell by area: sky130_fd_sc_hd__mux2i_1
- The number of different library cells used by synthesis comes to 81.
- Initial antenna violation count: 0
- The register with the most flip-flops in the layout has 33 of them.
- Fill cells: 2282
- Min-delay src: out[8]
- STA classifies the critical path startpoint as an input port.
- The launch point of the critical path was reported as total[5].
- Reg-to-reg startpoint: out[25]
* Crit path max fanout: 21
- In the log, the iteration count for the first detailed-route pass is 7.
- Per the run summary, max-cap violations total 0.
* Post-route DRC: 0
- Pre-Place Util: 0.409
- CTS H-tree depth: 2
- The final antenna diode tally reported by the flow is 0.
- Max Freq: 71.5 MHz
* Number of CTS-inserted buffers: 5
* Dominant cells by area after synthesis: sky130_fd_sc_hd__mux2i_1 (9.3%), sky130_fd_sc_hd__fa_1 (7.8%), sky130_fd_sc_hd__dfxtp_1 (7.4%), sky130_fd_sc_hd__a21oi_1 (7.3%), sky130_fd_sc_hd__nand2_1 (6.2%)
- Worst clock skew on the final layout: 0 ns
- After synthesis, the design contains 1322 cells according to Yosys.
- Most common reg cell: sky130_fd_sc_hd__dfxtp_1
- Area share of the largest cell type after synthesis: 0.0927
- After routing, the total negative slack on setup checks comes to 0 ns.
* Syn. warnings: 1
- CP endpoint kind: flip-flop
- Seq/Total Area, Yosys: 0.0737
- Per the finish-stage timing summary, setup violations number 0.
* Critical Path RT: 23.68 ns
- Hold WS: 0.627 ns
- Layout overhead on the synthesized area: 14.3%
* Average via count per standard cell: slightly below 7
## critical path, delay by kind of cell
kind | cells | cell delay (ns)
compound gates | 8 | 2.74
buf+inv | 4 | 0.96
fa+ha+maj | 9 | 3.90
simple gates | 6 | 1.84
## cells by family (layout without fill, tap and decap cells)
group | count (synthesis) | after routing | synth area share
buf+inv | 172 | 204 | 0.0734
mux | 109 | 109 | 0.140
compound gates | 502 | 502 | 0.365
flops | 33 | 33 | 0.0737
simple gates | 431 | 431 | 0.217
fa+ha+maj | 62 | 62 | 0.116
xor+xnor | 13 | 13 | 0.0152
## cell type report
cell class,instances,area (µm²),share of cell area
multi-input cells,1117,7680,0.750
flip-flops and latches,33,661,0.0645
clock buffers,7,143,0.0139
repair buffers,122,1120,0.110
inverters,75,282,0.0275
well taps,280,350,0.0342
## per-stage QoR
step	utilization	instances	setup WS, ns
after floorplan	-	1322	11.57
after global placement	0.461	1627	9.35
after detailed placement	0.461	1627	9.37
after CTS	0.468	1634	9.67
after global routing	0.468	1634	9.04
final	0.468	1634	9.51
## cell usage after synthesis (all sizes together) (11+ instances only)
cell / number
ha: 27
buf: 17
fa: 35
nand2: 150
mux2: 14
o31ai: 13
o221ai: 13
o22ai: 23
o21ai: 117
nor2: 121
o211ai: 22
mux2i: 83
dfxtp: 33
a21oi: 132
inv: 74
and3: 13
a21o: 17
and2: 15
mux4: 12
a22oi: 11
a211oi: 25
clkbuf: 80
nor3: 39
a31oi: 31
nand3: 45
## routing by layer
layer  track usage  vias to the layer above  part of all wire
met2         0.591                      722              0.44
met3         0.110                      107              0.11
met5             0                        -                 0
met4         0.146                        0             0.049
li1              -                     4995                 -
met1         0.522                     5241              0.40
## final timing paths
kind	endpoint	slack, ns	cells past startpoint
max reg2reg	out[25]	22.13	6
min	out[8]	0.63	2
min reg2reg	out[8]	0.63	2
max	out[5]	9.51	27
